--- flow/constraint.sdc ---
current_design async_FIFO

set clk_period 2.2
set clk_io_pct 0.2

create_clock -name clk0 -period $clk_period [get_ports {i_rclk}]
create_clock -name clk1 -period $clk_period [get_ports {i_wclk}]

set non_clock_inputs [all_inputs -no_clocks]
set_input_delay [expr $clk_period * $clk_io_pct] -clock clk0 $non_clock_inputs
set_output_delay [expr $clk_period * $clk_io_pct] -clock clk0 [all_outputs]
--- flow/run.sh ---
#!/bin/bash
# OpenROAD 26Q1-2900-gdf79404cd8, Yosys 0.63+post, stock flow scripts
make -C /OpenROAD-flow-scripts/flow DESIGN_CONFIG=/design/flow/config.mk WORK_HOME=/design/flow/orfs finish
--- flow/design.v ---
module async_FIFO (i_rst_n, i_wclk, i_wen, i_wdata, o_full, i_rclk, i_ren, o_rdata, o_rempty);
    parameter FIFO_DEPTH = 16;
    parameter FIFO_WIDTH = 4;
    localparam PTR_WIDTH = $clog2(FIFO_DEPTH);
    input i_rst_n, i_wclk, i_wen, i_rclk, i_ren;
    input [FIFO_WIDTH-1:0] i_wdata;
    output o_full, o_rempty;
    output reg [FIFO_WIDTH-1:0] o_rdata;
    reg [FIFO_WIDTH-1:0] FIFO [0:FIFO_DEPTH-1];
    reg [PTR_WIDTH:0] w_ptr, r_ptr;  
    wire [PTR_WIDTH:0]  w_ptr_syn_rclk, r_ptr_syn_wclk;  
    always @(posedge i_wclk, negedge i_rst_n) begin
        if (~i_rst_n) begin
            w_ptr <= 0; 
        end
        else if (i_wen & ~o_full) begin  
            FIFO[w_ptr[PTR_WIDTH-1:0]] <= i_wdata;
            w_ptr <= w_ptr + 1;
        end
    end
    wire [PTR_WIDTH:0] r_ptr_gray, r_ptr_syn_wclk_gray;
    bin2gray #(PTR_WIDTH+1) b2g_i1 (r_ptr, r_ptr_gray);
    double_ff_syn #(.SIZE(PTR_WIDTH+1)) syn_1 (.rst_n(rst_n), .clk(i_wclk), .D(r_ptr_gray), .Q(r_ptr_syn_wclk_gray));
    gray2bin #(PTR_WIDTH+1) g2b_i1 (r_ptr_syn_wclk_gray, r_ptr_syn_wclk);
    assign o_full = (w_ptr[PTR_WIDTH] != r_ptr_syn_wclk[PTR_WIDTH]) && (w_ptr[PTR_WIDTH-1:0] == r_ptr_syn_wclk[PTR_WIDTH-1:0]) ? 1'b1 : 1'b0; 
    always @(posedge i_rclk, negedge i_rst_n) begin
        if (~i_rst_n) begin
            r_ptr <= 0; 
        end
        else if (i_ren & ~o_rempty) begin  
            o_rdata <= FIFO[r_ptr[PTR_WIDTH-1:0]];
            r_ptr <= r_ptr + 1;
        end
    end
    wire [PTR_WIDTH:0] w_ptr_gray, w_ptr_syn_rclk_gray;
    bin2gray #(PTR_WIDTH+1) b2g_i2 (w_ptr, w_ptr_gray);
    double_ff_syn #(.SIZE(PTR_WIDTH+1)) syn_2 (.rst_n(rst_n), .clk(i_rclk), .D(w_ptr_gray), .Q(w_ptr_syn_rclk_gray));
    gray2bin #(PTR_WIDTH+1) g2b_i2 (w_ptr_syn_rclk_gray, w_ptr_syn_rclk);
    assign o_rempty = (r_ptr == w_ptr_syn_rclk) ? 1'b1 : 1'b0; 
endmodule
module bin2gray (i_binary, o_gray);
    parameter SIZE = 1;
    input [SIZE-1:0] i_binary;
    output [SIZE-1:0] o_gray;
    assign o_gray = i_binary ^ (i_binary >> 1);
endmodule
module double_ff_syn (rst_n, clk, D, Q);
    parameter SIZE = 1;
    input rst_n, clk;
    input [SIZE-1:0] D;
    output [SIZE-1:0] Q;
    wire [SIZE-1:0] q_i;
    para_ff #(.SIZE(SIZE)) ff1_syn (.rst_n(rst_n), .clk(clk), .D(D), .Q(q_i));
    para_ff #(.SIZE(SIZE)) ff2_syn (.rst_n(rst_n), .clk(clk), .D(q_i), .Q(Q));
endmodule
module gray2bin (i_gray, o_binary);
    parameter SIZE = 1;
    input [SIZE-1:0] i_gray;
    output [SIZE-1:0] o_binary;
    genvar i;
    generate
        for(i=0; i < SIZE; i = i+1) begin
            assign o_binary[i] = ^(i_gray >> i);
        end
    endgenerate
endmodule
module para_ff (rst_n, clk, D, Q);
    parameter SIZE = 1;
    input rst_n, clk; 
    input [SIZE-1:0] D;
    output reg [SIZE-1:0] Q;
    always @(posedge clk, negedge rst_n) begin
        if (~rst_n)
            Q <= 0;
        else
            Q <= D; 
    end
endmodule
--- flow/config.mk ---
export PLATFORM = sky130hd
export DESIGN_NAME = async_FIFO
export DESIGN_NICKNAME = async_FIFO
export VERILOG_FILES = /design/flow/design.v
export SDC_FILE = /design/flow/constraint.sdc
export NUM_CORES = 4
export LEC_CHECK = 1
export CORE_UTILIZATION = 40
==> results.cfg <==
; generated from flow reports
[global_routing]
grt_pass1_wl_um = 10560
grt_overflow = 0
grt_max_degree = 25
antenna_found_initial = 0
track_usage = 0.1787
first_global_vias = 2005

[finish]
fillers = 677
syn_to_final_growth_pct = 19.79
final_area_sq_mm = 0.003939
final_cells = 378
drive_gt1_frac = 0.1703

[synth]
ys_cells = 234
synthTopCellsByCount = edfxtp_1 (68), nand2_1 (22), nor2_1 (16)
ys_async_sr_fraction = 0.1282
synth_seq_share = 0.6971
edf_count = 68
synth_area_sq_mm = 0.003288
yosysWarnings = 5
synth.avg_cell_area_sq_um = 14.05
yosysMostFrequentCell = edfxtp_1
top_cells_by_area = edfxtp_1 (62%), dfrtp_1 (7.6%), ha_1 (3.0%), nand2_1 (2.5%), xnor2_1 (2.1%)
synth_cells = 234
synth-seq-cells = 78
synth_top_area_share = 0.6210
yosysUniqueCellTypes = 41
yosys.area.top_type = edfxtp_1
ff_type = edfxtp_1
yosysChipArea_sq_mm = 0.003288

[setup_path]
path_cells = inv_1 -> ha_2 -> nor4b_4 -> clkdlybuf4s50_1
crit_family = buffers and inverters
path_class = flip-flop to output pin
arrival_ps = 1670
cp.required_ps = 1760
max_stage_delay_ps = 500
critPathMaxFanout = 4
worst_setup_path_start_kind = flip-flop
path_buffers = 2
critPathCaptureType = output pin
cp_slowest_cell = clkdlybuf4s50_1

[place]
hpwl_um = 4576
dpl.cell_count = 356
gp_congestion = 0.8204
io_buffers = 13
placed_cell_area_sq_mm = 0.003637

[floorplan]
pin_count = 15
fp-row-count = 32
fp_util = 0.4190
chipArea_sq_mm = 0.008587
die_width_um = 92.67
core_area_sq_mm = 0.007848
fp.dieH_um = 92.67

[timing]
tns_ps = 0
slew_headroom = 0.5657
finalSetupViolations = 0
clock_skew_ps = 6.752
rsz0062_at_grt = false
finalMaxSlewViolations = 0
tightest_slew_ps = 649.4
hold_viol = 0

[routing]
wl_um = 6673
viasPerCell = 5.312
n_antenna_cell = 0
drt_iter0_markers = 113
ant_nets = 0
drc = 0
firstDrtPassIters = 5
wl_per_cell_um = 17.65
dr_total_vias = 2008

[flow_run]
tool_warnings = 32
drv_cap = 0

[outcome]
status = finished, final reports clean

[pwr]
power.density_mw_per_mm2 = 1249
max-vdd-ir-drop_mv = 0.4948
p_leak_nw = 1.363

[clocking]
cts_sinks = 78
cts_tree = yes
clk_pin_slew_ps = 70

[worst_hold_path]
min_path_type = flip-flop to flip-flop
[power breakdown]
part	internal (mW)	leakage [nW]	switching, mW
sequential	1.83	0.733	0.158
clock	0.875	0.138	0.504
combinational	0.699	0.492	0.856
[metal layers]
layer / share of wire / GRT usage
met4: 0.024 / 0.03718
met1: 0.45 / 0.2761
met2: 0.44 / 0.2549
met5: 0 / 0
met3: 0.090 / 0.08020
[flip-flops by register name, summed over array words and instances, names as in the netlist]
register	cells
FIFO	64
w_ptr	5
o_rdata	4
r_ptr	5
[layout make-up]
type	count	area [sq um]	area share
inverters	5	18.77	0.004765
repair buffers	37	310.3	0.07878
well taps	102	127.6	0.03240
multi-input cells	136	914.6	0.2322
flip-flops and latches	78	2292	0.5820
clock inverters	5	98.84	0.02510
clock buffers	15	176.4	0.04479
[placed cells by master (no fill, tap or decap), types with 3 or more instances in the layout]
cell type	Yosys	final
edfxtp_1	68	68
buf_4	0	24
nand2_1	22	22
nor2_1	16	16
clkdlybuf4s50_1	0	13
clkbuf_8	0	12
dfrtp_1	10	10
nand3_1	9	9
a22oi_1	9	9
xnor2_1	8	8
a21oi_1	7	7
ha_1	8	7
o21ai_0	6	6
nand3b_1	5	5
mux2i_1	5	5
a31oi_1	5	5
nand4_1	5	5
nor3_1	4	4
inv_1	5	3
mux2_1	3	3
clkbuf_1	5	3
bufinv_16	0	3
[logic make-up after synthesis]
group | synth area share
AND/OR/NAND/NOR | 0.1138
multiplexers | 0.03234
XOR/XNOR | 0.02131
flip-flops | 0.6971
adder cells (fa/ha/maj) | 0.03044
AND-OR/OR-AND | 0.07687
buffers and inverters | 0.02816
[path summary, 6_finish.rpt]
kind / startpoint / endpoint / slack (ps) / cells past startpoint
worst min register to register: w_ptr[4] / w_ptr[4] / 480 / 1
worst max-delay path: r_ptr[1] / o_rempty / 90 / 4
worst min-delay path: w_ptr[4] / w_ptr[4] / 480 / 1
min in group clk0: r_ptr[4] / r_ptr[4] / 530 / 1
worst max register to register: r_ptr[0] / o_rdata[2] / 230 / 5
max in group clk1: w_ptr[1] / FIFO[0][2] / 260 / 8
min in group asynchronous: i_rst_n / w_ptr[0] / 550 / 2
max in group asynchronous: i_rst_n / r_ptr[0] / 1380 / 2
[metrics by stage]
step,utilization,setup WS (ps),hold WS [ps],power [mW]
final,0.5019,85.02,475.2,4.919
after global routing,0.5019,7.772,521.1,5.196
after CTS,0.5005,25.56,482.6,4.932
after detailed placement,0.4635,175.3,472.4,3.518
after global placement,0.4635,205.8,466.5,3.521
after floorplan,-,298.3,144.4,3.031
[repair_timing]
item,4_1_cts,5_1_grt
pin swaps,1,0
setup endpoints to repair,1,2
resized,0,4
hold buffers,0,0
buffers inserted,2,0
gates cloned,0,0
Power and IR drop assume default switching activity.
